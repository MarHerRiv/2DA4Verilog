`flow/design.v`:
```
module hex7seg(hexadecimal, leds);
	input [3:0] hexadecimal;
	output reg [0:6] leds;
	always@(hexadecimal)
		case (hexadecimal)
			0: leds = 7'b0000001;
			1: leds = 7'b1001111;
			2: leds = 7'b0010010;
			3: leds = 7'b0000110;
			4: leds = 7'b1001100;
			5: leds = 7'b0100100;
			6: leds = 7'b0100000;
			7: leds = 7'b0001111;
			8: leds = 7'b0000000;
			9: leds = 7'b0000100;
			10: leds = 7'b0001000;
			11: leds = 7'b1100000;
			12: leds = 7'b0110001;
			13: leds = 7'b1000010;
			14: leds = 7'b0110000;
			15: leds = 7'b0111000;
		endcase
endmodule
```
`flow/run.sh`:
```
#!/bin/bash
# OpenROAD 26Q1-2900-gdf79404cd8, Yosys 0.63+post, stock flow scripts
make -C /OpenROAD-flow-scripts/flow DESIGN_CONFIG=/design/flow/config.mk WORK_HOME=/design/flow/orfs finish
```
`flow/config.mk`:
```
export PLATFORM = sky130hd
export DESIGN_NAME = hex7seg
export DESIGN_NICKNAME = hex7seg
export VERILOG_FILES = /design/flow/design.v
export SDC_FILE = /design/flow/constraint.sdc
export NUM_CORES = 4
export LEC_CHECK = 1
export CORE_AREA = 10 10 70 70
export DIE_AREA = 0 0 80 80
```
`flow/constraint.sdc`:
```
current_design hex7seg

set clk_period 1.4
set clk_io_pct 0.2

create_clock -name clk0 -period $clk_period

set non_clock_inputs [all_inputs -no_clocks]
set_input_delay [expr $clk_period * $clk_io_pct] -clock clk0 $non_clock_inputs
set_output_delay [expr $clk_period * $clk_io_pct] -clock clk0 [all_outputs]
```
==> summary.log <==
[synth] synthesized area 269 µm²
[placed_design] input/output buffers 11
[power_and_ir_drop] maximum vdd ir drop 0.0407 mV
[cells_and_area] FF+latch count 0
[placed_design] final weighted congestion in routability-driven placement 0.769
[power_and_ir_drop] power spent charging and discharging nets 61.7 µW
[status] status complete, but fails checks
[route] # diodes 0
[floorplanning] fraction of the core area occupied by cells at floorplan 7.88%
[worst_setup_path] Critical Path Sink Type output pin
[worst_setup_path] Crit Path Max Fanout 4
[status] violations in the final reports setup timing
[clock_network] number of hold buffers added after CTS 0
[worst_setup_path] classification of the worst setup path input port to output pin
[floorplanning] Placeable Area 3420 µm²
[synth] Gate Count Post-Synth 33
[worst_setup_path] family of cells with the greatest summed delay on the critical path multiplexers
[global_routing] largest net degree at the start of global routing 11
[route] Final ANT Viol Nets 0
[cells_and_area] final cell utilization of the core 17.5%
[timing] post-layout worst setup margin -131 ps
[worst_setup_path] required time of the critical path 1120 ps
[power_and_ir_drop] PD cells 255 nW/µm²
[route] detailed-route vias per instance 3.24
[route] Post-Route WL 833 µm
[floorplanning] chip height 80 µm
[route] detailed-routing iteration count for the pre-antenna-repair pass 2
[synth] distinct cell type count of the synthesized netlist 13
[timing] Hold Violations, Final 0
[worst_setup_path] slowest stage cell, crit path mux4_2
[synth] sequential-to-total area share from yosys stat 0%
[global_routing] number of global-route vias before repair 307
[floorplanning] Horiz. Die Dim 80 µm
[power_and_ir_drop] leakage power summed over all cells 0.000262 µW
[cells_and_area] Area growth syn-to-layout 123%
[timing] worst-case headroom to the max-slew limit 89.0%
[run] number of warnings the tools reported 40
[worst_setup_path] CP cell instances buf_8, buf_6, ha_4, mux4_2, buf_2
[cells_and_area] fraction of layout instances using a drive strength above 1 63.0%
[timing] final-report setup violation count 2
[route] number of DRC violations after detailed-routing iteration 0 3
[synth] average cell area after synthesis 8.15 µm²
[timing] total negative slack -157 ps
[worst_setup_path] Largest stage delay, worst path 460 ps
[timing] count of pins over their slew limit 0
[timing] maximum operating frequency 653 MHz
[cells_and_area] register area 0 µm²
[global_routing] wire length of the first global-routing pass 1.43 mm
[power_and_ir_drop] internal cell power 91.1 µW
[floorplanning] I/O pin total 11
[timing] slew of the pin with the lowest slew margin 161 ps
[global_routing] GR Overflow Total 0
[synth] ys cells 33
[floorplanning] count of standard-cell rows 21
[timing] share of the clock period used by the worst path after layout 109%
[worst_setup_path] data arrival time at the worst-slack endpoint 1250 ps
[synth] warnings from Yosys 1
[route] DR vias 324
[timing] setup repair after global routing missed its margin true
[power_and_ir_drop] share of total power consumed by net switching 40.4%
[power_and_ir_drop] combinational fraction of design power 100.0%
[floorplanning] die outline area 6400 µm²
[timing] final critical delay including setup and external delays 1530 ps
[power_and_ir_drop] register share of total power 0%
[worst_setup_path] crit path launch type input port
[route] detailed-route wire length per cell 8.33 µm
[global_routing] total routing resource utilization after global routing 2.54%
[synth] yosys stat chip area 269 µm²
[worst_setup_path] CP Buf/Inv Count 3
[cells_and_area] clkbuf count 0
[route] Remaining DRCs 0
[run] max-cap violations 0
[power_and_ir_drop] clock share of power 0%
[min_path] type of the most critical hold path input port to output pin
[global_routing] number of antenna violations at the first check in global routing 0
==> final cells by class <==
cell class	count	area, µm²
tap	46	57.6
timing repair buffer	23	213
fill	377	2820
inverter	3	18.8
multi-input combinational	28	310
==> cell families after synthesis <==
logic type	count (synthesis)	synth area share, %
buffers and inverters	5	9.77
AND-OR/OR-AND	6	14.0
AND/OR/NAND/NOR	8	13.0
adder cells (fa/ha/maj)	7	32.6
multiplexers	7	30.7
==> what timing repair did <==
action,4_1_cts,5_1_grt
pin swaps,8,5
endpoints found under the setup margin,7,6
gates cloned,0,0
buffers inserted,4,1
resized,58,5
==> final timing paths <==
check / to / depth (start not counted) / startpoint
setup / recovery: leds[3] / 5 / hexadecimal[0]
hold / removal: leds[1] / 4 / hexadecimal[1]
==> worst min-delay path, stage by stage <==
cell and delay, ps:
buf_8 80, buf_6 110, a32o_1 160, buf_2 90
==> power groups by stage <==
stage         logic [µW]  registers (µW)  clock network (µW)
CTS                  145               0                   0
global route         168               0                   0
finish               153               0                   0
==> cells in the final DEF, fill, tap and decap left out, drive strengths merged <==
master / instances
mux2i: 6
a21oi: 2
dlygate4sd2: 2
o21ai: 2
nand2b: 2
o211ai: 1
inv: 3
buf: 20
clkdlybuf4s15: 1
ha: 7
a32o: 1
nor2: 5
nand2: 1
mux4: 1
==> routing by layer <==
metal | vias up | global-route usage, % | share of wire, %
met5 | - | 0 | 0
met4 | 0 | 0 | 0
met3 | 0 | 0.568 | 7.9
met2 | 8 | 4.09 | 41
met1 | 155 | 3.57 | 51
li1 | 161 | - | -
==> Yosys cell counts <==
| cell type | instances | area [µm²] |
|---|---|---|
| a21oi_1 | 2 | 10.0 |
| a32o_1 | 1 | 10.0 |
| buf_6 | 1 | 11.3 |
| clkbuf_1 | 1 | 3.75 |
| ha_1 | 7 | 87.6 |
| inv_1 | 3 | 11.3 |
| mux2i_1 | 6 | 60.1 |
| mux4_2 | 1 | 22.5 |
| nand2_1 | 1 | 3.75 |
| nand2b_1 | 2 | 12.5 |
| nor2_1 | 5 | 18.8 |
| o211ai_1 | 1 | 7.51 |
| o21ai_1 | 2 | 10.0 |
==> stage by stage <==
| stage | area (µm²) | hold slack, ps | instances | power (µW) | setup WS [ps] |
|---|---|---|---|---|---|
| 2_1_floorplan | 269 | 660 | 33 | 51.2 | 70.0 |
| 3_3_place_gp | 482 | 1670 | 96 | 126 | -900 |
| 3_5_place_dp | 482 | 1670 | 96 | 126 | -902 |
| 4_1_cts | 587 | 1020 | 100 | 145 | -125 |
| 5_1_grt | 599 | 1030 | 100 | 168 | -173 |
| 6_report | 599 | 1000 | 100 | 153 | -131 |
No activity file was given, so power comes from the tool's default toggle rates.
