===== ./design.v =====
module alu3 (x, clock, reset, leds);
	input [2:0] x;
	reg [2:0] q1, q2;
	input clock, reset;
	always @(posedge clock, negedge reset)
	begin
	if (reset == 0)
		q2 = 3'b000;
	else
		q2 = s;
	end
	always @(posedge clock)
	begin
		q1 = x;
	end
	reg [2:0] s;
	reg carryout;
	reg [3:0] c, hexadecimal;
	integer k;
	always @(q1)
	begin
		c[0] = 0;
		for (k = 0; k <= 2; k = k+1)
		begin
			s[k] = q1[k] ^ q2[k] ^ c[k];
			c[k+1] = (q1[k] & q2[k]) | (q1[k] & c[k]) | (q2[k] & c[k]);
			hexadecimal[k] = s[k];
		end
		carryout = c[3];
		hexadecimal[3] = carryout;
	end
	output reg [0:6] leds;
	always@(hexadecimal)
		case (hexadecimal)
			0: leds = 7'b0000001;
			1: leds = 7'b1001111;
			2: leds = 7'b0010010;
			3: leds = 7'b0000110;
			4: leds = 7'b1001100;
			5: leds = 7'b0100100;
			6: leds = 7'b0100000;
			7: leds = 7'b0001111;
			8: leds = 7'b0000000;
			9: leds = 7'b0000100;
			10: leds = 7'b0001000;
			11: leds = 7'b1100000;
			12: leds = 7'b0110001;
			13: leds = 7'b1000010;
			14: leds = 7'b0110000;
			15: leds = 7'b0111000;
		endcase
endmodule

===== ./run.sh =====
#!/bin/bash
# OpenROAD 26Q1-2900-gdf79404cd8, Yosys 0.63+post, stock flow scripts
make -C /OpenROAD-flow-scripts/flow DESIGN_CONFIG=/design/flow/config.mk WORK_HOME=/design/flow/orfs finish

===== ./config.mk =====
export PLATFORM = sky130hd
export DESIGN_NAME = alu3
export DESIGN_NICKNAME = alu3
export VERILOG_FILES = /design/flow/design.v
export SDC_FILE = /design/flow/constraint.sdc
export NUM_CORES = 4
export LEC_CHECK = 1
export CORE_AREA = 10 10 70 70
export DIE_AREA = 0 0 80 80

===== ./constraint.sdc =====
current_design alu3

set clk_period 3.2
set clk_io_pct 0.2

create_clock -name clk0 -period $clk_period [get_ports {clock}]

set non_clock_inputs [all_inputs -no_clocks]
set_input_delay [expr $clk_period * $clk_io_pct] -clock clk0 $non_clock_inputs
set_output_delay [expr $clk_period * $clk_io_pct] -clock clk0 [all_outputs]

==> ci_impl_report.md <==
### Yosys + OpenROAD results

| Metric | Value |
|---|---|
| Final hold violations | `0` |
| Initial antenna violation count | `0` |
| Top cell by count, worst path | `fa_2` |
| Run status | `complete, no violations` |
| Share of cells above drive strength 1 | `30.6%` |
| Worst-path clk slew | `0.05 ns` |
| DR WL/cell | `10.0 um` |
| Top cells excl fill/tap | `6 x mux2i_1, 5 x inv_1, 5 x ha_1, 5 x clkdlybuf4s50_1` |
| Post-route cell area | `739 um2` |
| Worst R2R End | `q2[2]` |
| Combinational share of power | `81.5%` |
| Max stage delay on crit path | `0.65 ns` |
| Worst path cell trace | `ha_1 -> inv_2 -> fa_2 -> fa_2 -> nand3_1 -> o21ai_1 -> clkdlybuf4s50_1` |
| PwrDens | `1290 nW/um2` |
| FP Rows | `21` |
| R2R Setup Slk | `1.49 ns` |
| Placed cell count | `99` |
| Number of iterations in the first detailed-routing pass | `4` |
| Min Tclk post-route | `3.07 ns` |
| Yosys warning count | `1` |
| I/O Buffers | `11` |
| Switch Pwr | `0.000352 W` |
| Yosys Instances | `42` |
| Reg power frac | `10.8%` |
| Vias | `364` |
| DRC violations left | `0` |
| Chip Height | `80 um` |
| Antenna-violating nets left | `0` |
| CTS max path bufs | `2` |
| Crit Path Max Fanout | `7` |
| Non-filler cells, final | `108` |
| Place WS | `0.141 ns` |
| Aggregate global-route resource usage | `3.38%` |
| Worst hold slack | `0.580 ns` |
| Worst setup margin | `0.129 ns` |
| Worst Tran Pin Value | `0.238 ns` |
| Setup TNS | `0 ns` |
| Synth flops | `6` |
| Routed Wire Length | `1080 um` |
| Internal | `0.000598 W` |
| Area delta synth->final | `60.6%` |
| Mapped Area | `460 um2` |
| Clk pwr share | `7.7%` |
| Setup Skew | `0.00594 ns` |
| Routability cong. | `0.830` |
| Critical path's slowest cell | `fa_2` |
| Fp_density | `13.5%` |
| Max-cap violations | `0` |
| R2r startpoint | `q2[0]` |
| Clock Latency Late Sink | `0.24 ns` |
| Number of global-route vias before repair | `377` |
| Synthesized area per cell | `11.0 um2` |
| IO Pins | `12` |
| First-pass GRT wire length | `1790 um` |
| Root buf cell | `clkbuf_4` |
| Slew HR | `84.1%` |
| CORE AREA | `3420 um2` |
| Net Sw Frac | `37.0%` |
| CTS Buf Count | `3` |
| Maximum vdd drop | `0.000302 V` |
| Final setup viols | `0` |
| Arrival @ worst endpoint | `2.43 ns` |
| WS Path Type | `register to primary output` |
| HPWL after DPL | `794 um` |
| Final slew viol count | `0` |
| Largest net degree at the start of global routing | `8` |
| Yosys synthesis chip area | `460 um2` |
| Fmax | `326 MHz` |
| Sequential fraction of the synthesis area | `29.3%` |
| Synth Instances | `42` |
| Setup crit end kind | `primary output` |
| Grt ovf | `0` |
| Final period utilization | `96.0%` |
| Worst EP required | `2.56 ns` |
| CTS tree | `built` |
| Chip Area | `6400 um2` |
| CP startpoint kind | `register` |
| Die width | `80 um` |
| RSZ-0062 raised after global routing | `no` |
| Post-placement cell area | `627 um2` |
| CTS H-tree depth | `1` |
| Hold crit path type | `primary input to asynchronous set/reset pin` |
| Clk sinks | `6` |
| Drt initial violations | `9` |
| Worst R2R Path Depth | `5` |
| Synth unique cells | `17` |
| N_diodes | `0` |
| Tool warning count | `30` |
| Leakage power | `0.380 nW` |
| Vias per inst | `3.37` |
| Most used logic cell in the final layout | `mux2i_1` |
logic make-up (layout without fill, tap and decap cells):
logic type	Yosys count	in the layout	synth area share (%)
buf+inv	10	30	10.1
simple gates	4	4	5.44
mux	8	8	20.4
fa+ha+maj	9	9	27.7
compound gates	5	5	7.07
flops	6	6	29.3
cells in the mapped netlist:
cell      instances  area, um2
nand3b_1          1       7.51
nand3_1           2       10.0
mux4_2            1       22.5
dfrtp_1           3       75.1
mux2i_1           6       60.1
o31ai_1           1       7.51
o21ai_1           2       10.0
fa_1              2       40.0
dfxtp_1           3       60.1
buf_6             1       11.3
or2b_1            1       7.51
ha_1              7       87.6
buf_2             1       5.00
mux2_2            1       11.3
o32ai_1           1       8.76
inv_1             8       30.0
o22ai_1           1       6.26
stage by stage:
step / total power (W) / utilization [%]
after floorplan: 0.000461 / -
after CTS: 0.000911 / 20.0
after global placement: 0.000775 / 18.4
after detailed placement: 0.000783 / 18.4
final: 0.000951 / 21.6
after global routing: 0.00106 / 21.6
power groups by stage:
stage / sequential (W) / clock [W] / combinational, W
after CTS: 0.000103 / 0.0000785 / 0.000729
after global routing: 0.000106 / 0.0000824 / 0.000871
final: 0.000103 / 0.0000732 / 0.000774
worst max-delay path: cells and delay by family, from the launching register on:
family          cells  cell delay, ns
flops               1            0.32
simple gates        1            0.11
buf+inv             2            0.53
fa+ha+maj           3            1.15
compound gates      1            0.09
state kept, by name, summed over array words and instances (netlist names):
| signal | count |
|---|---|
| q2 | 3 |
| q1 | 3 |
layer usage:
metal	up-vias	wire [um]	GRT usage, %	share of wire (%)
li1	180	-	-	-
met1	173	479	4.14	44
met2	9	504	5.22	46
met3	2	80	1.48	7.4
met4	0	19	1.06	1.8
met5	-	0	0	0
final cells by class:
class	instances	area, um2
well taps	46	57.6
repair buffers	18	181
multi-input cells	26	309
fillers	380	2680
inverters	8	30.0
flip-flops and latches	6	135
clock buffers	4	26.3
how the worst max path moves through the flow:
stage	startpoint	end	slack, ns	depth (start not counted)
CTS	q2[0]	leds[3]	0.006	7
finish	q2[0]	leds[6]	0.13	7
global route	q2[0]	leds[6]	0.006	7
repair_timing:
action	4_1_cts	5_1_grt
buffers inserted	2	3
hold buffers	0	0
gates cloned	0	0
setup endpoints to repair	7	5
pin swaps	1	3
gates resized	8	9
Power and IR drop assume default switching activity.
