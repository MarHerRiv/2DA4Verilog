## /design/flow/design.v

```verilog
module five_b (carryin, x, y, s, carryout);
	input [2:0] x, y;
	input carryin;
	output reg [2:0] s;
	output reg carryout;
	reg [3:0] c;
	integer k;
	always @(x, y, carryin)
	begin
		c[0] = carryin;
		for (k = 0; k <= 2; k = k+1)
		begin
			s[k] = x[k] ^ y[k] ^ c[k];
			c[k+1] = (x[k] & y[k]) | (x[k] & c[k]) | (y[k] & c[k]);
		end
		carryout = c[3];
	end
endmodule
```

## /design/flow/run.sh

```bash
#!/bin/bash
# OpenROAD 26Q1-2900-gdf79404cd8, Yosys 0.63+post, stock flow scripts
make -C /OpenROAD-flow-scripts/flow DESIGN_CONFIG=/design/flow/config.mk WORK_HOME=/design/flow/orfs finish
```

## /design/flow/config.mk

```make
export PLATFORM = sky130hd
export DESIGN_NAME = five_b
export DESIGN_NICKNAME = five_b
export VERILOG_FILES = /design/flow/design.v
export SDC_FILE = /design/flow/constraint.sdc
export NUM_CORES = 4
export LEC_CHECK = 1
export CORE_AREA = 10 10 70 70
export DIE_AREA = 0 0 80 80
```

## /design/flow/constraint.sdc

```tcl
current_design five_b

set clk_period 1.5
set clk_io_pct 0.2

create_clock -name clk0 -period $clk_period

set non_clock_inputs [all_inputs -no_clocks]
set_input_delay [expr $clk_period * $clk_io_pct] -clock clk0 $non_clock_inputs
set_output_delay [expr $clk_period * $clk_io_pct] -clock clk0 [all_outputs]
```

==> flow_summary.yaml <==
# synthesis and place-and-route metrics
outcome:
  status: "complete, but fails checks"
  violations: "negative setup slack"
timing:
  post-route-min-period_ns: 2.01
  tns_ns: -1.03
  finalHoldViolations: 0
  worst_slew_pin_slew_ns: 0.0868
  final-setup-viol-count: 3
  relSlewSlack_pct: 94.2
  max_freq_ghz: 0.498
  rsz0062_at_grt: "yes"
  finalClockPeriodUsage_pct: 134
  slew_viol_final: 0
  fin_ws_ns: -0.510
global_route:
  grt_pass1_wl_um: 517
  grt_overflow_total: 0
  antenna_found_initial: 0
  grtUsageMet1_pct: 1.61
  met2_usage_pct: 1.04
  grt_max_degree: 2
  globalRouteTotalUtil_pct: 0.998
  grt_pass1_vias: 104
  grt_util_met3_pct: 0.682
  grt.busiest_layer: "met1"
flow_run:
  warnings: 35
  drv_cap: 0
place:
  gp_routability_congestion: 0.729
  dp_hpwl_um: 346
  dp_slack_ns: -1.35
  numPortBuffers: 11
floorplanning:
  die_area_um2: 6400
  num_rows: 21
  die_y_um: 80
  die_x_um: 80
  coreArea_um2: 3420
  fp_util_pct: 2.86
  ios: 11
route:
  detail_route.wl_per_cell_um: 4.96
  drcViolationCount: 0
  firstDrtPassIters: 1
  wl_um: 347
  diodes: 0
  drt_iter0_drc: 0
  ant_nets: 0
  viasPerCell: 1.50
  vias: 105
worst_setup_path:
  cp.required_ns: 1.20
  crit_path_start_kind: "primary input"
  path_cells: "buf_8 -> inv_8 -> fa_2 -> inv_2 -> fa_2 -> inv_2 -> fa_2 -> inv_2 -> buf_2"
  cp-end-kind: "output pin"
  cp_max_fo: 1
  cpMaxStageDelayCell: "fa_2"
  crit_start: "carryin"
  critPathArrivalTime_ns: 1.71
  slowest_delay_ns: 0.52
  crit_type: "primary input to output pin"
min_path:
  hold_path.class: "primary input to output pin"
  min-delay-start: "carryin"
logic_synthesis:
  mux_area_share_pct: 0
  yosys.area_share.aoi_pct: 0
  yosys_area_um2: 97.6
  yosys_cells: 13
  logic_family: "adder cells"
  netlist_area_um2: 97.6
  syn_area_per_cell_um2: 7.51
  yosys.cell_types.count: 2
  yosys_warnings: 1
  ys_sh_adder_pct: 61.5
  yosys.area_share.simple_pct: 0
  synth_seq_share_pct: 0
  syn_inst: 13
  synthXorXnorAreaFrac_pct: 0
pwr:
  sw_frac_of_total_pct: 36.5
  ir_drop_uv: 81.9
  intPower_mw: 0.0488
  combPwrFrac_pct: 100.0
  power.leakage_nw: 0.126
  sequentialPowerShare_pct: 0
  power_per_cell_area_nw_per_um2: 287
  netSwitchingPower_mw: 0.0280
  clkPwrFrac_pct: 0
finish:
  nClkBuffers: 0
  design.seq.count: 0
  area_growth_pct: 174
  seq_area_um2: 0
  fillCellCount: 414
  layout-drive-gt1-share_pct: 66.7
clock_network:
  cts_setup_buffers: 0
[worst paths after layout]
path	to	slack [ns]	cells past startpoint
max	s[2]	-0.51	9
min	s[0]	1.09	5
[placed cells by master, fill, tap and decap left out]
master | Yosys | layout
dlygate4sd2_1 | 0 | 1
inv_8 | 0 | 1
dlymetal6s2s_1 | 0 | 1
buf_8 | 0 | 1
buf_6 | 0 | 1
fa_2 | 0 | 3
inv_2 | 0 | 6
clkdlybuf4s50_1 | 0 | 3
buf_2 | 0 | 4
inv_1 | 10 | 3
[metrics by stage]
step | power [mW] | std cells | hold slack (ns) | utilization, % | cell area, um^2
after floorplan | 0.0196 | 13 | 0.748 | - | 110
final | 0.0768 | 70 | 1.09 | 7.84 | 268
after global routing | 0.0881 | 70 | 1.12 | 7.84 | 268
after global placement | 0.0819 | 70 | 1.65 | 8.13 | 278
after CTS | 0.0699 | 70 | 1.15 | 7.58 | 259
after detailed placement | 0.0832 | 70 | 1.66 | 8.13 | 278
[cell families after synthesis]
family,Yosys count
buffers and inverters,10
adders and majority gates,3
[cell usage after synthesis]
library cell | count | area (um^2)
inv_1 | 10 | 37.5
fa_1 | 3 | 60.1
[cell type report]
class / count / area (um^2) / area share [%]
inverters: 10 / 45.0 / 16.8
multi-input cells: 3 / 67.6 / 25.2
well taps: 46 / 57.6 / 21.5
repair buffers: 11 / 97.6 / 36.4
[per-layer routing]
layer	vias to the layer above	share of wire [%]
met3	0	17
met1	43	62
met5	-	0
li1	51	-
met4	0	0
met2	11	20
[critical path: cells and delay by family]
family	cells	cell delay [ns]
buffers and inverters	6	0.32
adders and majority gates	3	1.08
[what timing repair did]
item / 4_1_cts / 5_1_grt
setup endpoints to repair: 4 / 4
hold endpoints to repair: 0 / 0
gates resized: 26 / 4
pin swaps: 3 / 1
hold buffers: 0 / 0
[power groups by stage]
stage	clock [mW]	combinational (mW)	sequential [mW]
5_1_grt	0	0.0881	0
6_report	0	0.0768	0
4_1_cts	0	0.0699	0
Power figures rest on the tool's default switching activity, not on a simulated workload.
